==> /design/flow/design.v <==
module reg_file(
    input logic clk_i,
    input logic rst_ni,
    input logic rd_wren_i,
    input logic [4:0] rs1_addr_i,
    input logic [4:0] rs2_addr_i,
    input logic [4:0] rd_addr_i,
    input logic [31:0] rd_data_i,
    output logic [31:0] rs1_data_o,
    output logic [31:0] rs2_data_o
    );
logic [31:0] memory [0:31];
logic Write;
logic CheckRd;
assign rs1_data_o = memory[rs1_addr_i];
assign rs2_data_o = memory[rs2_addr_i];
assign CheckRd = (|rd_addr_i);  
assign Write = rd_wren_i & CheckRd;
always @(posedge clk_i)
    begin
       if (Write) begin 
           memory[0] <= 32'd0;
           memory[rd_addr_i] <= rd_data_i;
       end
       else 
           memory[0] <= 32'd0;
    end
endmodule 
==> /design/flow/run.sh <==
#!/bin/bash
# OpenROAD 26Q1-2900-gdf79404cd8, Yosys 0.63+post, stock flow scripts
make -C /OpenROAD-flow-scripts/flow DESIGN_CONFIG=/design/flow/config.mk WORK_HOME=/design/flow/orfs finish
==> /design/flow/config.mk <==
export PLATFORM = sky130hd
export DESIGN_NAME = reg_file
export DESIGN_NICKNAME = reg_file
export VERILOG_FILES = /design/flow/design.v
export SDC_FILE = /design/flow/constraint.sdc
export NUM_CORES = 4
export LEC_CHECK = 1
export CORE_UTILIZATION = 30
==> /design/flow/constraint.sdc <==
current_design reg_file

set clk_period 9.7
set clk_io_pct 0.2

create_clock -name clk0 -period $clk_period [get_ports {clk_i}]

set non_clock_inputs [all_inputs -no_clocks]
set_input_delay [expr $clk_period * $clk_io_pct] -clock clk0 $non_clock_inputs
set_output_delay [expr $clk_period * $clk_io_pct] -clock clk0 [all_outputs]
==> flow_summary.toml <==
# yosys + openroad results
[outcome]
status = "finished, final reports clean"

[yosys]
ys_types = 25
avgSynthCellArea_um2 = 14.3
syn-instance-count = 3386
ys_warn_count = 1
synth_area_um2 = 48500
ys_seq_share_pct = 62.8
ys_area_um2 = 48500
ys_seq_elements = 1024
ys_cells = 3386

[placement]
place_area_um2 = 52300
dpl_worst_slack_ns = 2.50
gp_congestion = 0.862
placedCellCount = 5566
io_buffer_count = 112
dp_hpwl_um = 85700

[worst_setup_path]
cp-end-kind = "output port"
start_kind = "input port"
startpoint = "rs1_addr_i[2]"
worstPathArrival_ns = 5.28
critPathMaxFanout = 23
worstSetupPathType = "input port to output port"
required_ns = 7.76

[final_layout]
largest_reg_flops = 1024
stdcell_count = 5758
top_register = "memory"
fin_util_pct = 34.7
area_delta_synth_final_pct = 14.9
fillCellCount = 15287
lay_top_cells = "mux2i_1, edfxtp_1, nand3_1, nand2_1"
layout_top_cell = "mux2i_1"
drive_gt1_share_pct = 9.26
top_regs = "memory (1024)"
fin_area_um2 = 55700

[detailed_routing]
wl_per_cell_um = 26.8
drcViolationCount = 0
dr.first_iter.drc_count = 2056
firstDrtPassIters = 5
via_per_inst = 5.34
detail_route.wirelength_um = 154000
ant_nets = 0
vias = 30747

[clock_network]
clockBufferDepth = 3
htreeDepth = 3
clk_pin_slew_ns = 0.06
cts.hold.buffers_added = 0
clockRootBuffer = "clkbuf_16"
ctsResizeCount = 0
cts.sinks = 1024
cts_tree = "yes"
cts_made_buffers = 103
post_cts.repair.setup_buffers = 0

[final_timing]
tns_ns = 0
period_minus_slack_ns = 7.22
worstMarginPinSlew_ns = 0.919
fin_crit_sh_pct = 74.4
grt_setup_unrepaired = "no"
timing.final.hold_violations = 0
fmax_mhz = 139
fin_ws_ns = 2.48
drv_slew = 0
setup_viol = 0
max_slew_margin_pct = 38.6

[power]
power.density_nw_per_um2 = 178
power_leakage_uw = 0.0203
irDropWorstVdd_v = 0.000134

[die]
initCoreUtil_pct = 30.2
num_io_pins = 114
core_um2 = 160000
die_x_um = 404
die_h_um = 404
chipArea_um2 = 163000
rows = 147

[global_route]
grt_max_degree = 95
grt_use_total_pct = 19.8
grt_pass1_wl_um = 219000
grt_pass1_vias = 31810
antenna_found_initial = 11
grt-ovfl-total = 0

[run]
cap_violations = 0
tool_warnings = 27

[min_path]
hp-start = "rd_data_i[1]"
hold_depth = 2
hold-path-endpoint = "memory[2][1]$_DFFE_PP_"
hold_class = "input port to flip-flop"
cells by family after synthesis:
kind of cell / count (synthesis) / share of synthesized area (%)
mux: 1024 / 21.1
flops: 1024 / 62.8
compound gates: 576 / 8.10
simple gates: 508 / 4.74
buf+inv: 253 / 3.23
other cells: 1 / 0.00774
through the flow:
step | power (µW) | hold slack [ns]
6_report | 9900 | 2.05
5_1_grt | 10200 | 2.04
4_1_cts | 9950 | 2.01
3_5_place_dp | 5940 | 2.77
3_3_place_gp | 5940 | 2.77
2_1_floorplan | 5540 | 2.04
Yosys cell counts, drive strengths merged:
master	count	share of area, %
nand2	195	1.5
dfxtp	32	1.3
buf	169	2.6
nand3b	5	0.077
nor3	64	0.66
a22o	128	2.3
edfxtp	992	61
or3b	3	0.054
nor2	34	0.26
clkbuf	84	0.68
nand3	194	2.0
a22oi	192	3.0
conb	1	0.0077
a21oi	192	2.0
or2	2	0.026
or3	1	0.013
a31oi	64	0.83
nor2b	4	0.052
and2	2	0.026
nand2b	4	0.052
mux2i	1024	21
layer usage:
layer / share of wire [%] / wire [µm] / track usage [%] / up-vias
li1: - / - / - / 13569
met1: 37 / 56600 / 24.1 / 15196
met2: 44 / 68600 / 29.0 / 1722
met3: 17 / 25600 / 14.4 / 256
met4: 2.3 / 3630 / 3.90 / 4
met5: 0.014 / 22 / 0.327 / -
worst max path at each step:
stage | end
CTS | rs1_data_o[30]
global route | rs2_data_o[9]
finish | rs1_data_o[30]
worst max-delay path: stages:
cell	delay (ns)
clkdlybuf4s50_1	0.62
nor2b_4	0.52
buf_4	0.50
buf_4	0.46
a22o_1	0.19
nor3_1	0.05
a31oi_1	0.30
nand3_1	0.17
clkdlybuf4s50_1	0.50
power breakdown:
part / internal [µW] / switching [µW] / leakage (µW)
clock: 2330 / 1700 / 0.00168
sequential: 4910 / 23.3 / 0.00921
combinational: 345 / 582 / 0.00937
total: 7590 / 2310 / 0.0203
area by class of cell:
| class | count | area [µm²] | share of cell area [%] |
|---|---|---|---|
| Clock inverter | 37 | 447 | 0.802 |
| Sequential cell | 1024 | 30400 | 54.6 |
| Antenna cell | 1 | 2.50 | 0.00449 |
| Timing Repair Buffer | 242 | 2270 | 4.07 |
| Multi-Input combinational cell | 2140 | 16900 | 30.3 |
| Clock buffer | 154 | 2970 | 5.33 |
| Tap cell | 2160 | 2700 | 4.85 |
Power is estimated from default activity; no workload was simulated.

===== run.sh =====
#!/bin/bash
# OpenROAD 26Q1-2900-gdf79404cd8, Yosys 0.63+post, stock flow scripts
make -C /OpenROAD-flow-scripts/flow DESIGN_CONFIG=/design/flow/config.mk WORK_HOME=/design/flow/orfs finish

===== config.mk =====
export PLATFORM = sky130hd
export DESIGN_NAME = brcomp
export DESIGN_NICKNAME = brcomp
export VERILOG_FILES = /design/flow/design.v
export SDC_FILE = /design/flow/constraint.sdc
export NUM_CORES = 4
export LEC_CHECK = 1
export CORE_UTILIZATION = 40

===== constraint.sdc =====
current_design brcomp

set clk_period 20.9
set clk_io_pct 0.2

create_clock -name clk0 -period $clk_period

set non_clock_inputs [all_inputs -no_clocks]
set_input_delay [expr $clk_period * $clk_io_pct] -clock clk0 $non_clock_inputs
set_output_delay [expr $clk_period * $clk_io_pct] -clock clk0 [all_outputs]

===== design.v =====
module brcomp(
    input   logic [31:0]  instr_i,
    input   logic [31:0]  operand_a_i,
    input   logic [31:0]  operand_b_i,
    input   logic         br_unsigned_i,
    output  logic         br_sel_o
);
    logic unused_01,unused_02;
    logic br_less_u;
    logic br_less_s;
    logic br_equal_u;
    logic br_equal_s;
    logic br_less;
    logic br_equal;
    compare_32bit_u compare32_u(
        .a_i(operand_a_i),
        .b_i(operand_b_i),
        .equal_o(br_equal_u),
        .alarger_o(unused_01),    
        .blarger_o(br_less_u)
    );
    compare_32bit_s compare32_s(
        .a_i(operand_a_i),
        .b_i(operand_b_i),
        .equal_o(br_equal_s),
        .alarger_o(unused_02),    
        .blarger_o(br_less_s)
    );
    always_comb
      if(instr_i[6:2] == 5'b11000)  
        case(instr_i [14:12])  
          3'b000:  
            br_sel_o = br_equal;
          3'b001:  
            br_sel_o = !br_equal;           
          3'b100:  
            br_sel_o = br_less;
          3'b101:  
            br_sel_o = (br_equal | !br_less);          
          3'b110:  
            br_sel_o = br_less;                 
          3'b111:  
            br_sel_o = (br_equal | !br_less);                       
          default:  
            br_sel_o = 1'b0;                
        endcase
      else if(instr_i[6:2] == 5'b11011 || instr_i[6:2] == 5'b11001) 
             br_sel_o = 1'b1;
      else br_sel_o = 1'b0;
assign br_less  = (br_unsigned_i)? br_less_u :br_less_s;
assign br_equal = (br_unsigned_i)? br_equal_u:br_equal_s;
endmodule : brcomp
module compare_16bit (
    input   logic   [15:0]  a_i,
    input   logic   [15:0]  b_i,
    output  logic           equal_o,
    output  logic           alarger_o,
    output  logic           blarger_o
);
    logic [3:0] eq_t;
    logic [3:0] al_t;
    logic unused_01,unused_02,unused_03,unused_04;
    assign equal_o   = &eq_t;
    assign alarger_o = al_t[3]|(al_t[2]&eq_t[3])|(al_t[1]&eq_t[3]&eq_t[2])|(al_t[0]&eq_t[3]&eq_t[2]&eq_t[1]);
    assign blarger_o = ~(equal_o|alarger_o);                
    compare_4bit compare10(.a_i(a_i[  3:0]),.b_i(b_i[  3:0]),.equal_o(eq_t[0]),.alarger_o(al_t[0]),.blarger_o(unused_01));
    compare_4bit compare11(.a_i(a_i[  7:4]),.b_i(b_i[  7:4]),.equal_o(eq_t[1]),.alarger_o(al_t[1]),.blarger_o(unused_02));
    compare_4bit compare12(.a_i(a_i[ 11:8]),.b_i(b_i[ 11:8]),.equal_o(eq_t[2]),.alarger_o(al_t[2]),.blarger_o(unused_03));
    compare_4bit compare13(.a_i(a_i[15:12]),.b_i(b_i[15:12]),.equal_o(eq_t[3]),.alarger_o(al_t[3]),.blarger_o(unused_04));                                                                                                                       
endmodule: compare_16bit
module compare_1bit (
    input   logic   a_i,
    input   logic   b_i,
    output  logic   equal_o,
    output  logic   alarger_o,
    output  logic   blarger_o
);
    assign equal_o    = a_i~^b_i;
    assign alarger_o  = a_i&(~b_i);
    assign blarger_o  = (~a_i)&b_i;
endmodule: compare_1bit
module compare_32bit_s (
    input logic [31:0] a_i,
    input logic [31:0] b_i,
    output logic equal_o,
    output logic alarger_o,
    output logic blarger_o
);
    logic [1:0] eq_t;
    logic [1:0] al_t;
    logic [1:0] bl_t;
    logic [31:0] a_t;
    logic [31:0] b_t;
    logic unused_01,unused_02,unused_03,unused_04;
    assign a_t = ~(a_i)+1;
    assign b_t = ~(b_i)+1;
    compare_32bit_u compare32u_0(.a_i(a_i[31:0]),.b_i(b_i[31:0]),.equal_o(eq_t[0]),.alarger_o(al_t[0]),.blarger_o(bl_t[0]));
    compare_32bit_u compare32u_1(.a_i(a_t[31:0]),.b_i(b_t[31:0]),.equal_o(eq_t[1]),.alarger_o(al_t[1]),.blarger_o(bl_t[1]));
    always_comb begin 
        case({a_i[31],b_i[31]})
        2'b00:  begin 
            equal_o     =   eq_t[0];
            alarger_o   =   al_t[0];
            blarger_o   =   bl_t[0];
        end
        2'b01:  begin 
            equal_o     =   1'b0;
            alarger_o   =   1'b1;
            blarger_o   =   1'b0;
        end
        2'b10:  begin 
            equal_o     =   1'b0;
            alarger_o   =   1'b0;
            blarger_o   =   1'b1;
        end
        2'b11:  begin 
            equal_o     =   eq_t[1];
            alarger_o   =   ~al_t[1];
            blarger_o   =   ~bl_t[1];
        end
        default: begin 
        end 
        endcase
    end
endmodule: compare_32bit_s
module compare_32bit_u (
    input logic [31:0] a_i,
    input logic [31:0] b_i,
    output logic equal_o,
    output logic alarger_o,
    output logic blarger_o
);
    logic [1:0] el_t;
    logic [1:0] al_t;
    logic unused_01,unused_02;
    assign equal_o    = &el_t;
    assign alarger_o  = al_t[1]|(al_t[0]&el_t[1]);
    assign blarger_o  = ~(equal_o|alarger_o);            
    compare_16bit compare160(.a_i(a_i[15:0]),.b_i(b_i[15:0]),.equal_o(el_t[0]),.alarger_o(al_t[0]),.blarger_o(unused_01));
    compare_16bit compare161(.a_i(a_i[31:16]),.b_i(b_i[31:16]),.equal_o(el_t[1]),.alarger_o(al_t[1]),.blarger_o(unused_02));
endmodule: compare_32bit_u
module compare_4bit (
    input logic [3:0] a_i,
    input logic [3:0] b_i,
    output logic equal_o,
    output logic alarger_o,
    output logic blarger_o
);
    logic [3:0] eq_t;
    logic [3:0] al_t;
    logic unused_01,unused_02,unused_03,unused_04;
    assign equal_o    = &eq_t;
    assign alarger_o  = al_t[3]|(al_t[2]&eq_t[3])|(al_t[1]&eq_t[3]&eq_t[2])|(al_t[0]&eq_t[3]&eq_t[2]&eq_t[1]);
    assign blarger_o  = ~(equal_o|alarger_o);                
    compare_1bit compare10(.a_i(a_i[0]),.b_i(b_i[0]),.equal_o(eq_t[0]),.alarger_o(al_t[0]),.blarger_o(unused_01));
    compare_1bit compare11(.a_i(a_i[1]),.b_i(b_i[1]),.equal_o(eq_t[1]),.alarger_o(al_t[1]),.blarger_o(unused_02));
    compare_1bit compare12(.a_i(a_i[2]),.b_i(b_i[2]),.equal_o(eq_t[2]),.alarger_o(al_t[2]),.blarger_o(unused_03));
    compare_1bit compare13(.a_i(a_i[3]),.b_i(b_i[3]),.equal_o(eq_t[3]),.alarger_o(al_t[3]),.blarger_o(unused_04));                                                                                                          
endmodule: compare_4bit

==> GITHUB_STEP_SUMMARY <==
## Synthesis and layout report

| Metric | Value |
|---|---|
| Outcome | finished, final reports clean |
| Antenna cells | 0 |
| Die width | 83.8 um |
| Yosys Chip Area | 2680 um2 |
| Dominant logic cell type in the layout | clkdlybuf4s50_1 |
| RSZ-0062 raised after global routing | false |
| Worst Max-Slew Pin Slew | 733 ps |
| Hold Crit Class | input pin to output pin |
| Final Max-Slew Violation Tally | 0 |
| Largest delay contributor family on the critical path | simple AND/OR/NAND/NOR gates |
| Clk pwr share | 0 |
| Tool warning count | 58 |
| Final hold vios | 0 |
| Worst Setup End Kind | output pin |
| Flop Count | 0 |
| Top Ports | 98 |
| Post-CTS Setup Bufs | 0 |
| Final wirelength | 6650 um |
| Final setup fails | 0 |
| DRT antenna net count | 0 |
| Final period utilization | 0.640 |
| Distinct lib cells | 44 |
| Largest net degree at the start of global routing | 8 |
| Combinational share of power | 1.000 |
| Slowest CP cell | or4_1 |
| Post-synthesis sequential area ratio | 0 |
| # Cells Yosys | 372 |
| # fillers | 625 |
| WHS | 9480 ps |
| CP Max Fanout | 7 |
| Resized cells post-CTS | 0 |
| CTS hold repair buffers | 0 |
| Detail Placement HPWL | 6010 um |
| Seq pwr share | 0 |
| Arr. time, crit path | 9190 ps |
| Die y size | 83.8 um |
| FP Core Util | 0.417 |
| Wire length per cell | 12.7 um |
| FF/Latch Area | 0 um2 |
| Post-route minimum period | 13370 ps |
| Synth Instances | 372 |
| Iteration-0 DRC Markers | 58 |
| Row cnt | 29 |
| Worst rel slew slack | 0.507 |
| Port Buffers | 74 |
| Max_cap viols | 0 |
| Worst setup SP type | input pin |
| Vias in the first global route | 2583 |
| Total Routing Usage GR | 0.198 |
| Crit path cell chain | clkdlybuf4s50_1, or4_4, nor2_4, nand2_1, or3_1, or4_1, nor2b_1, xnor2_1, ha_1, nand4_1, nor4_1, nand3_1, o2111ai_1, o221ai_1, nand2_1, o311a_1, clkdlybuf4s50_1 |
| First-pass detailed-route iteration total | 21 |
| CP max stage delay | 650 ps |
| Via density | 5.33 |
| Initial antenna violation count | 0 |
| Gr ovfl total | 0 |
| Pwr dens | 16.1 nW/um2 |
| Top Layout Cells | clkdlybuf4s50_1, ha_1, xnor2_1 |
| Synth warn | 2 |
| Core area | 6420 um2 |
| Logic area | 2510 um2 |
| Mean Syn Cell Area | 7.20 um2 |
| CP required | 16720 ps |
| Maximum vdd drop | 0.00808 mV |
| Vias post-DR | 2782 |
| Fmax | 74.8 MHz |
| First-pass GRT wire length | 11600 um |
| LEAKAGE | 1.44 nW |
| Residual DRC count | 0 |
| Setup tns final | 0 ps |
| Layout cells sized above 1 | 0.0202 |
| Die area | 7020 um2 |
| P_sw | 0.0267 mW |
| Netlist Area Pre-Place | 2680 um2 |
| Layout clock buffer count | 0 |
| CP bufs+invs | 2 |
| Sw Share | 0.473 |
| Placer Congestion | 0.874 |
| Critical path class | input pin to output pin |
| Power Internal | 0.0298 mW |
| Area growth, synth to finish | 31.1% |
power groups by stage:
stage                 clock network (mW)  logic [mW]  registers (mW)
after CTS                              0      0.0569               0
after global routing                   0      0.0649               0
final                                  0      0.0566               0
per-stage QoR:
step	util	cell area (um2)	cells	power [mW]	setup slack, ps
after floorplan	-	2680	372	0.0306	8950
after global placement	0.546	3510	522	0.0559	7560
after detailed placement	0.546	3510	522	0.0563	7520
after CTS	0.546	3510	522	0.0569	7500
after global routing	0.546	3510	522	0.0649	7110
final	0.546	3510	522	0.0566	7530
routing by layer:
layer	GRT usage	up-vias	routed length (um)
li1	-	1505	-
met1	0.301	1212	3390
met2	0.328	65	3010
met3	0.00602	0	245
met4	0.0110	0	0
met5	0	-	0
synthesized netlist by cell type:
master | number | share of area
a221oi_1 | 2 | 0.0065
o311ai_0 | 1 | 0.0033
nor4_1 | 14 | 0.033
or4_4 | 2 | 0.0084
a21o_1 | 4 | 0.011
a21boi_0 | 3 | 0.0084
nand4b_1 | 2 | 0.0065
xnor2_1 | 45 | 0.15
and4_1 | 3 | 0.0098
nand4_1 | 16 | 0.037
inv_2 | 1 | 0.0014
nand3_1 | 14 | 0.026
nor2_4 | 1 | 0.0042
a211oi_1 | 2 | 0.0056
nor4_2 | 1 | 0.0047
o211ai_1 | 1 | 0.0028
nand2_2 | 1 | 0.0023
o21bai_1 | 1 | 0.0028
buf_6 | 1 | 0.0042
nor4_4 | 1 | 0.0079
inv_1 | 39 | 0.055
nand2_1 | 27 | 0.038
ha_1 | 67 | 0.31
o21ai_0 | 8 | 0.015
or4_1 | 5 | 0.014
xor2_1 | 12 | 0.039
nand2b_1 | 6 | 0.014
o2111ai_1 | 1 | 0.0033
clkbuf_1 | 1 | 0.0014
nor2b_1 | 2 | 0.0047
o21a_1 | 1 | 0.0028
nand3b_1 | 2 | 0.0056
a21oi_1 | 24 | 0.045
a31oi_1 | 2 | 0.0047
nor2_1 | 27 | 0.038
or3_1 | 4 | 0.0093
o221ai_1 | 1 | 0.0033
a211o_1 | 4 | 0.013
o31a_1 | 1 | 0.0033
and3_1 | 1 | 0.0023
o31ai_1 | 1 | 0.0028
buf_2 | 1 | 0.0019
nor3_1 | 18 | 0.034
o311a_1 | 1 | 0.0037
final cells by class:
| type | instances | area share |
|---|---|---|
| multi-input combinational | 329 | 0.714 |
| tap | 77 | 0.0275 |
| inverter | 40 | 0.0428 |
| timing repair buffer | 76 | 0.215 |
cells by family (layout without fill, tap and decap cells):
logic type | Yosys count | after routing | share of synthesized area
AOI/OAI and AO/OA | 58 | 58 | 0.137
adders and majority gates | 67 | 67 | 0.313
buffers and inverters | 43 | 116 | 0.0635
and+or+nand+nor | 147 | 147 | 0.300
xor gates and xnor gates | 57 | 57 | 0.186
path summary, 6_finish.rpt:
path,endpoint,depth (start not counted),from,slack (ps)
worst max-delay path,br_sel_o,17,operand_b_i[4],7530
worst min-delay path,br_sel_o,4,instr_i[12],9480
Power figures rest on the tool's default switching activity, not on a simulated workload.

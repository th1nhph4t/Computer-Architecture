==> flow/design.v <==
module ID_EX(
    input logic clk_i,
    input logic rst_ni,
    input logic enable_i,
    input logic is_rs2_i,
    input logic rd_wren_i,
    input logic is_load_i,
    input logic mem_wren_i,
    input logic op_sel_a_i,
    input logic op_sel_b_i,
    input logic br_unsigned_i,
    input logic br_sel_BTB_i,
    input logic [1:0] wb_sel_i,
    input logic [2:0] mem_op_i,
    input logic [3:0] alu_op_i,
    input logic [31:0] pc_i,
    input logic [31:0] instr_i,
    input logic [31:0] rs1_data_i,
    input logic [31:0] rs2_data_i,
    input logic [31:0] predicted_pc_i,
    output logic is_rs2_o,
    output logic rd_wren_o,
    output logic is_load_o,
    output logic mem_wren_o,
    output logic op_sel_a_o,
    output logic op_sel_b_o,
    output logic br_unsigned_o,
    output logic br_sel_BTB_o,
    output logic [1:0] wb_sel_o,
    output logic [2:0] mem_op_o,
    output logic [3:0] alu_op_o,
    output logic [31:0] pc_o,
    output logic [31:0] instr_o,
    output logic [31:0] rs1_data_o,
    output logic [31:0] rs2_data_o,
    output logic [31:0] predicted_pc_o
);
    always_ff @(posedge clk_i) begin
        if (!rst_ni) begin               
            is_rs2_o      <= 1'b0;
            rd_wren_o     <= 1'b0;
            is_load_o     <= 1'b0;
            mem_wren_o    <= 1'b0;
            op_sel_a_o    <= 1'b0;
            op_sel_b_o    <= 1'b0;
            br_unsigned_o <= 1'b0;
            wb_sel_o      <= 2'h0;
            mem_op_o      <= 3'h0;
            alu_op_o      <= 4'h0;
            pc_o          <= 32'h0;
            instr_o       <= 32'h00000013;
            rs1_data_o    <= 32'h0;
            rs2_data_o    <= 32'h0;
            br_sel_BTB_o  <= 1'b0;
            predicted_pc_o <= 32'h0;
        end
        else if (enable_i) begin         
            is_rs2_o      <= is_rs2_i;
            rd_wren_o     <= rd_wren_i;
            is_load_o     <= is_load_i;
            mem_wren_o    <= mem_wren_i;
            op_sel_a_o    <= op_sel_a_i;
            op_sel_b_o    <= op_sel_b_i;
            br_unsigned_o <= br_unsigned_i;
            wb_sel_o      <= wb_sel_i;
            mem_op_o      <= mem_op_i;
            alu_op_o      <= alu_op_i;
            pc_o          <= pc_i;
            instr_o       <= instr_i;
            rs1_data_o    <= rs1_data_i;
            rs2_data_o    <= rs2_data_i;
            br_sel_BTB_o  <= br_sel_BTB_i;
            predicted_pc_o <= predicted_pc_i;
        end
    end
endmodule : ID_EX
==> flow/run.sh <==
#!/bin/bash
# OpenROAD 26Q1-2900-gdf79404cd8, Yosys 0.63+post, stock flow scripts
make -C /OpenROAD-flow-scripts/flow DESIGN_CONFIG=/design/flow/config.mk WORK_HOME=/design/flow/orfs finish
==> flow/config.mk <==
export PLATFORM = sky130hd
export DESIGN_NAME = ID_EX
export DESIGN_NICKNAME = ID_EX
export VERILOG_FILES = /design/flow/design.v
export SDC_FILE = /design/flow/constraint.sdc
export NUM_CORES = 4
export LEC_CHECK = 1
export CORE_UTILIZATION = 30
==> flow/constraint.sdc <==
current_design ID_EX

set clk_period 1.0
set clk_io_pct 0.2

create_clock -name clk0 -period $clk_period [get_ports {clk_i}]

set non_clock_inputs [all_inputs -no_clocks]
set_input_delay [expr $clk_period * $clk_io_pct] -clock clk0 $non_clock_inputs
set_output_delay [expr $clk_period * $clk_io_pct] -clock clk0 [all_outputs]
==> run notes <==
Figures from the implementation reports.

- The mean routed wirelength per cell reads between 15 and 20 um.
- The routed layout has 5084 vias.
- The OpenROAD report gives the critical path a data arrival time of between 0.8 and 0.9 ns.
- The cell sequence reported for the critical path is buf_6.
- The number of inserted filler cells in the final layout is 2096.
- The minimum hold slack is 0.197 ns.
- The proportion of total power due to net switching is 0.242.
- The clock share of power reads 0.391.
- The critical path endpoint category reads an output port.
- Using the TritonRoute via totals, the vias-per-cell ratio works out to 4.12.
- The count of final max-slew check failures is 0.
- The clock transition at the registers of the reported paths reads 0.08 ns.
- OpenROAD emitted warnings numbering 27.
- TritonCTS built the clock tree.
- The vertical die dimension reads 152 um.
- The number of endpoints failing setup at the final stage reads 177.
- For this design the ratio of total power to cell area is 1540 nW/um2.
- The floorplan die width is 152 um.
- Including well taps, the total number of placed cells is 1195.
- The startpoint-to-endpoint class of the critical path reads register to output port.
- The initial standard-cell utilization of the core reads 0.307.
- The sequential cells in the finished layout cover a total of between 3000 and 4000 um2.
- The leakage power of the design reads 4.98 nW.
- The kind of cell with the highest combined delay along the critical path is flip-flops.
- Along the critical path, the tally of buffer and inverter instances is 1.
- The gate count after technology mapping is 570.
- The maximum number of pins on one net before global-route repair is 76.
- The share of the synthesized area in the top cell type is 0.525.
- The worst hold path belongs to the class input pin to register.
- The share of total power dissipated in sequential elements is 0.470.
- The clock network latency to the later pin of the worst-skew pair reads 0.42 ns.
- The core outline area reads 22000 um2.
- Per the final timing report, the hold violations number 0.
- The via count of the first global-routing pass reads 5080.
- The number of nets with antenna violations after routing reads 0.
- The clock root buffer master is clkbuf_16.
- The power report lists cell-internal power as 12.5 mW.
- The H-tree was split into 4 levels.
- The row count reads 54.
- The number of register bits inferred by synthesis reads 177.
- The total inserted antenna cells is 0.
- For this run, the register share of the synthesized area comes to 0.525.
- The core utilization of the finished layout is 0.488.
- The total chip power reads 16.5 mW.
- The flow ran to the end, but the final reports show violations.
- The overall fraction of global-route tracks in use is 0.163.
- The synthesis-to-layout area growth reads 58.7%.
- The netlist area before placement reads 6750 um2.
- The die covers 23100 um2.
- Routability-driven placement finished with a final weighted congestion of 0.795.
- The minimum setup slack in the final design is -0.0638 ns.
- For this run the detailed placement stage logged an HPWL of 13500 um.
- Detailed-route iteration 0 reported a violation count of approximately 170.
- The global routing met2 resource utilization is 0.278.
- The buffer_ports step reported a buffer count of around 360.
- The delay of the slowest cell on the worst path reads 0.33 ns.
- The net switching power figure is ~4.0 mW.
- Setup repair after global routing could not meet its margin everywhere.
- The clock sink count is 177.
- The number of antenna violations at the first check in global routing is 0.
- For this design, Yosys synthesis ends with a cell count of around 570.
- The total iterations of the first detailed-routing run is 26.
- The area taken by multi-input logic gates reads 2870 um2.
- The TritonCTS buffer count is 17.
- The number of distinct library cell variants in the gate-level netlist after synthesis reads 9.
- The total wire length after detailed routing is 18600 um.
- The depth of the worst hold-timing path reads 3.
- Post-route period utilization is reported as 1.06.
- After synthesis, the cell types taking the most area are dfxtp_1 53%, mux2i_1 26%, nor2b_1 16%, buf_8 3.1%, clkbuf_1 0.95%.
- The I/O pin count is 357.
- The global routing report lists met3 layer usage as 0.0465.
- The max-slew headroom at the worst pin reads 0.804.
- The final reports fail on setup timing.
- The count of non-filler cells in the finished layout reads roughly 1200.
- Warnings reported by Yosys during synthesis add up to 1.
- Subtracting the final worst setup slack from the clock period gives 1.06 ns.
- The number of max-cap violations is 0.
- The depth of the most critical reg-to-reg path is 4.
- The first global-routing pass estimated 29000 um of wire.
- The largest voltage drop on the vdd net reads around 1000 uV.
- The maximum fanout encountered on the critical timing path reads 2.
- The sum of overflow across all layers after global routing is 0.
- The global routing met1 resource utilization reads 0.216.
- In the final layout, the share of cells above drive strength 1 is 0.443.
- The yosys-reported design area after synthesis is 6750 um2.
- Data on the critical path is required at its endpoint by 0.80 ns.
- The STA report counts the stages on the worst setup path as 1.
- The setup skew after layout is 0 ns.
- The highest-delay cell along the critical path is dfxtp_2.
- The layer with the highest usage after global routing is met2.
- The measured slew at the worst slew-check pin is 0.294 ns.
- In the final timing run, aggregate negative setup slack is -8.28 ns.
- Of the total power, combinational logic draws 0.139.
- The maximum achievable frequency is 0.940 GHz.
- After detailed routing, the number of remaining DRC violations is 0.
- The maximum number of buffers from clock root to sink reads 2.
- The cell type with the largest total area after synthesis is dfxtp_1.
- The worst setup path is launched from a register.
- Dividing the synthesized area by the synthesized cell count gives 11.8 um2.
==> state kept, by name, summed over array words and instances (netlist names), 2 cells and up <==
signal / count
instr_o: 32
pc_o: 32
predicted_pc_o: 32
rs1_data_o: 32
rs2_data_o: 32
alu_op_o: 4
mem_op_o: 3
wb_sel_o: 2
==> cell usage in the layout (no fill, tap or decap) <==
| cell | n |
|---|---|
| mux2i_1 | 177 |
| dfxtp_2 | 177 |
| clkdlybuf4s50_1 | 177 |
| nor2b_1 | 174 |
| buf_2 | 162 |
| buf_4 | 28 |
| clkbuf_16 | 17 |
| buf_6 | 15 |
| buf_12 | 9 |
| inv_6 | 5 |
| inv_8 | 4 |
| nand2_1 | 3 |
| clkinv_4 | 2 |
| clkbuf_1 | 1 |
| clkbuf_8 | 1 |
| clkinvlp_4 | 1 |
| clkinv_2 | 1 |
| buf_8 | 1 |
==> cells by family (layout without fill, tap and decap cells) <==
logic type	count (synthesis)	after routing	share of synthesized area
DFF	177	177	0.525
muxes	177	177	0.263
and+or+nand+nor	177	177	0.163
buffers and inverters	39	424	0.0490
==> metrics by stage <==
| step | worst slack [ns] | cell area [um2] |
|---|---|---|
| detailed placement | -0.0808 | 10700 |
| global placement | -0.0651 | 10700 |
| floorplan | 0.0104 | 6750 |
| global route | -0.118 | 10700 |
| CTS | -0.0967 | 10700 |
| finish | -0.0638 | 10700 |
==> metal layers <==
metal  up-vias  share of wire
met4         0         0.0088
met5         -              0
met3         9          0.089
met2       179           0.49
li1       2627              -
met1      2269           0.41
==> final timing paths <==
path                                          end         startpoint  slack [ns]
worst min-delay path                rs2_data_o[3]           enable_i        0.20
worst min register to register         instr_o[4]         instr_o[4]        0.46
worst max-delay path                 br_sel_BTB_o       br_sel_BTB_o       -0.06
worst max register to register  predicted_pc_o[6]  predicted_pc_o[6]        0.15
==> area by class of cell <==
class,instances,share of cell area
timing repair buffer,392,0.295
multi-input combinational,354,0.268
tap,280,0.0327
sequential,177,0.352
clock inverter,13,0.0111
clock buffer,19,0.0414
==> power groups by stage <==
stage	registers [mW]	logic [mW]	clock network, mW
5_1_grt	7.80	2.48	7.03
4_1_cts	7.74	2.31	6.71
6_report	7.74	2.28	6.44
==> synth_stat cells, drive strengths merged <==
library cell	number
buf	22
clkbuf	17
dfxtp	177
mux2i	177
nand2	3
nor2b	174
==> what timing repair did <==
item / 4_1_cts / 5_1_grt
setup buffers: 4 / 4
cloned: 0 / 0
setup endpoints to repair: 177 / 177
hold buffers: 0 / 0
gates resized: 758 / 2
Power and IR drop assume default switching activity.
